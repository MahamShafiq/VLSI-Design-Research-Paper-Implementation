**flow/config.mk**
```make
export PLATFORM = sky130hd
export DESIGN_NAME = SM
export DESIGN_NICKNAME = SM
export VERILOG_FILES = /design/flow/design.v
export SDC_FILE = /design/flow/constraint.sdc
export NUM_CORES = 4
export LEC_CHECK = 1
export CORE_UTILIZATION = 50
```
**flow/constraint.sdc**
```tcl
current_design SM

set clk_period 8.2
set clk_io_pct 0.2

create_clock -name clk0 -period $clk_period [get_ports {clk1}]

set non_clock_inputs [all_inputs -no_clocks]
set_input_delay [expr $clk_period * $clk_io_pct] -clock clk0 $non_clock_inputs
set_output_delay [expr $clk_period * $clk_io_pct] -clock clk0 [all_outputs]
```
**flow/run.sh**
```bash
#!/bin/bash
# OpenROAD 26Q1-2900-gdf79404cd8, Yosys 0.63+post, stock flow scripts
make -C /OpenROAD-flow-scripts/flow DESIGN_CONFIG=/design/flow/config.mk WORK_HOME=/design/flow/orfs finish
```
**flow/design.v**
```verilog
`timescale 1ns / 1ps
module Mux8x1(input [7:0] a,                  
                       input [7:0] b,                  
                       input [7:0] c,                  
                       input [7:0] d,     
                        input [7:0] e,                 
                       input [7:0] f,                  
                       input [7:0] g,                  
                       input [7:0] h,     							   
                       input [2:0] sel,                
                       output reg [7:0] out,
							  input clk);          
   always @ (posedge clk) begin
      case (sel)
         3'b000 : out = a;
         3'b001 : out = b;
         3'b010 : out = c;
         3'b011 : out= d;
			3'b100 : out = e;
         3'b101 : out = f;
         3'b110 : out = g;
         3'b111 : out= h;
      endcase
   end
endmodule
module SM(input clk1,enable,input [2:0]select,input[31:0]R1,R2,
output  [7:0] Out8,Out7,Out6,Out5,Out4,Out3,Out2,Out1
    );  	
Mux8x1 M1 (
    .a(R1[31:24]), 
    .b(R1[23:16]), 
    .c(R1[15:8]), 
    .d(R1[7:0]), 
    .e(R2[31:24]), 
    .f(R2[23:16]), 
    .g(R2[15:8]), 
    .h(R2[7:0]), 
    .sel(select), 
    .out(Out1), 
    .clk(clk1)
    );
	 Mux8x1 M2 (
    .a(R1[23:16]), 
    .b(R1[15:8]), 
    .c(R1[7:0]), 
    .d(R2[31:24]), 
    .e(R2[23:16]), 
    .f(R2[15:8]), 
    .g(R2[7:0]), 
    .h(R1[31:24]), 
    .sel(select), 
    .out(Out2), 
    .clk(clk1)
    );
	 Mux8x1 M3 (
    .a(R1[15:8]), 
    .b(R1[7:0]), 
    .c(R2[31:24]), 
    .d(R2[23:16]), 
    .e(R2[15:8]), 
    .f(R2[7:0]), 
    .g(R1[31:24]), 
    .h(R1[23:16]), 
    .sel(select), 
    .out(Out3), 
    .clk(clk1)
    );
	 Mux8x1 M4 (
    .a(R1[7:0]), 
    .b(R2[31:24]), 
    .c(R2[23:16]), 
    .d(R2[15:8]), 
    .e(R2[7:0]), 
    .f(R1[31:24]), 
    .g(R1[23:16]), 
    .h(R1[15:8]), 
    .sel(select), 
    .out(Out4), 
    .clk(clk1)
    );
	 Mux8x1 M5 (
    .a(R2[31:24]), 
    .b(R2[23:16]), 
    .c(R2[15:8]), 
    .d(R2[7:0]), 
    .e(R1[31:24]), 
    .f(R1[23:16]), 
    .g(R1[15:8]), 
    .h(R1[7:0]), 
    .sel(select), 
    .out(Out5), 
    .clk(clk1)
    );
	 Mux8x1 M6 (
    .a(R2[23:16]), 
    .b(R2[15:8]), 
    .c(R2[7:0]), 
    .d(R1[31:24]), 
    .e(R1[23:16]), 
    .f(R1[15:8]), 
    .g(R1[7:0]), 
    .h(R2[31:24]), 
    .sel(select), 
    .out(Out6), 
    .clk(clk1)
    );
	 Mux8x1 M7 (
    .a(R2[15:8]), 
    .b(R2[7:0]), 
    .c(R1[31:24]), 
    .d(R1[23:16]), 
    .e(R1[15:8]), 
    .f(R1[7:0]), 
    .g(R2[31:24]), 
    .h(R2[23:16]), 
    .sel(select), 
    .out(Out7), 
    .clk(clk1)
    );
	 Mux8x1 M8 (
    .a(R2[7:0]), 
    .b(R1[31:24]), 
    .c(R1[23:16]), 
    .d(R1[15:8]), 
    .e(R1[7:0]), 
    .f(R2[31:24]), 
    .g(R2[23:16]), 
    .h(R2[15:8]), 
    .sel(select), 
    .out(Out8), 
    .clk(clk1)
    );
endmodule
```
==> impl_metrics.csv <==
group,metric,value,unit
route,ant_nets,0,
final_timing,period_minus_slack,4.17,ns
floorplanning,fp_util,0.516,
power,power_density,145,mW/mm^2
clock_network,clock_path_buffers,2,
placed_design,io_buffers,131,
worst_hold_path,min_from,"select[0]",
yosys,synth_cell_type_count,51,
clock_network,cts_sinks,64,
route,drcViolationCount,0,
floorplanning,die_area,0.0110,mm^2
floorplanning,die_h,105,um
clock_network,postCtsSetupBuffers,0,
final_timing,fmax,240,MHz
clock_network,cts_hold_buffers,0,
placed_design,placed_cells,859,
setup_path,crit_arrival,4.47,ns
placed_design,dpl_cell_area,0.00634,mm^2
layout,finalNonFillerCells,875,
yosys,ys_cells,661,
final_timing,hold_slack,1.84,ns
final_timing,hold_violations,0,
layout,stdcell_area,0.00652,mm^2
setup_path,path_class,"input port to flop",
yosys,netlist_area,0.00530,mm^2
yosys,synth_async_sr_flop_share,0,
placed_design,hpwl,10100,um
global_route,antenna_found_initial,0,
yosys,yosys_warnings,1,
worst_hold_path,hold_depth,3,
global_route,grt-ovfl-total,0,
yosys,netlist_instances,661,
run_status,status,"finished, final reports clean",
global_route,grt_pass1_wl,26500,um
placed_design,place_congestion,0.873,
route,num_vias,5607,
global_route,grt_max_degree,82,
final_timing,setup_tns,0,ns
job,max_cap_violations,0,
route,num_antenna_cells,0,
clock_network,cts_buffers,9,
yosys,edf_count,0,
clock_network,cts.clk_slew.worst_paths,0.07,ns
route,first_iter_violations,501,
setup_path,critPathRequiredTime,8.50,ns
setup_path,crit_path_end_kind,"flop",
clock_network,htreeDepth,3,
final_timing,worst_pin_slew,0.867,ns
final_timing,slew_violations,0,
worst_hold_path,hold_class,"input port to flop",
route,wl_per_cell,18.8,um
clock_network,post_cts_resize_count,0,
job,warnings,27,
floorplanning,coreArea,0.0103,mm^2
final_timing,max-slew-margin-rel,0.422,
route,vias_per_cell,6.41,
clock_network,cts_root_buffer,"clkbuf_8",
worst_hold_path,hold_end,"M3.out[0]",
setup_path,critPathMaxFanout,81,
floorplanning,die_w,105,um
final_timing,rsz0062_at_grt,"no",
power,p_leak,2.53,nW
yosys,synth_area_per_cell,8.02,um^2
yosys,ys_seq_share,0.242,
layout,drive_gt1_frac,0.0487,
yosys,synth-area-yosys,0.00530,mm^2
layout,area_delta_synth_final,23.1,%
clock_network,tritoncts,"done",
route,drt-total-wl,16400,um
final_timing,period_used_share,0.509,
route,dr.pass1.iters,5,
setup_path,start_kind,"input port",
power,ir_drop,0.0000879,V
final_timing,setup_viol,0,
floorplanning,io-pin-count,133,
global_route,grt_pass1_vias,5093,
yosys,flop_cell,"dfxtp_1",
yosys,synth_flops,64,
floorplanning,fp-row-count,37,
global_route,grt_usage,0.300,
## synthesized netlist by cell type (4+ instances only)
library cell | number | share of area
o22a_1 | 24 | 0.040
a31oi_1 | 11 | 0.013
dfxtp_1 | 64 | 0.24
clkbuf_1 | 17 | 0.012
a21oi_1 | 47 | 0.044
nor2b_1 | 11 | 0.013
or3b_1 | 5 | 0.0083
o22ai_1 | 21 | 0.025
mux2i_1 | 85 | 0.16
nand2b_1 | 19 | 0.022
o32ai_1 | 5 | 0.0083
buf_6 | 11 | 0.023
nor3_1 | 4 | 0.0038
nor2_1 | 54 | 0.038
o32a_1 | 9 | 0.017
a32oi_1 | 7 | 0.012
a21boi_0 | 7 | 0.0099
a211oi_1 | 23 | 0.033
nand2_1 | 40 | 0.028
buf_4 | 12 | 0.017
o311a_1 | 5 | 0.0094
o21ai_0 | 51 | 0.048
nand3_1 | 16 | 0.015
buf_2 | 31 | 0.029
a221oi_1 | 15 | 0.025
mux2_2 | 5 | 0.011
o221ai_1 | 7 | 0.012
inv_1 | 7 | 0.0050
nor3b_1 | 7 | 0.0099
## flip-flops by register name, indices dropped and copies added (netlist names)
register,flops
M1.out,8
M2.out,8
M3.out,8
M4.out,8
M5.out,8
M6.out,8
M7.out,8
M8.out,8
## cells in the final DEF (no fill, tap or decap), types with 5 or more instances in the layout
master / count
clkdlybuf4s50_1: 128
mux2i_1: 85
dfxtp_1: 64
nor2_1: 54
o21ai_0: 51
a21oi_1: 47
nand2_1: 39
o22a_1: 24
a211oi_1: 23
o22ai_1: 21
nand2b_1: 19
nand3_1: 16
a221oi_1: 15
nor2b_1: 11
a31oi_1: 11
buf_4: 10
o32a_1: 9
clkbuf_8: 9
inv_1: 7
o221ai_1: 7
a32oi_1: 7
nor3b_1: 7
a21boi_0: 7
o311a_1: 5
mux2_2: 5
or3b_1: 5
o32ai_1: 5
## worst max-delay path: stages
cell	delay, ns
buf_4	0.53
buf_4	0.81
nor2_2	0.21
nand2_2	0.53
buf_4	0.45
o32a_1	0.24
## per-layer routing
layer,up-vias,wire length [um],global-route usage
met1,2606,7260,0.471
met3,28,1590,0.0527
met4,0,340,0.0765
met2,309,7230,0.430
met5,-,0,0
li1,2664,-,-
## final cells by class
| class | count | area, um^2 |
|---|---|---|
| sequential | 64 | 1280 |
| inverter | 9 | 33.8 |
| tap | 136 | 170 |
| clock buffer | 12 | 135 |
| clock inverter | 4 | 45.0 |
| fill | 887 | 3750 |
| timing repair buffer | 138 | 1360 |
| multi-input combinational | 512 | 3500 |
## report_power, final
part	internal (mW)	switching, mW
Clock	0.139	0.122
Sequential	0.351	0.0108
Combinational	0.172	0.150
Total	0.661	0.282
## logic make-up (layout without fill, tap and decap cells)
kind of cell	after synthesis	count (layout)	synth area share
buffers and inverters	85	163	0.0980
AND-OR/OR-AND	255	255	0.335
AND/OR/NAND/NOR	167	167	0.154
flip-flops	64	64	0.242
multiplexers	90	90	0.171
## worst max path at each step
stage | cells past startpoint | start | endpoint | slack (ns)
4_1_cts | 7 | select[0] | M3.out[5] | 4.09
5_1_grt | 7 | select[0] | M2.out[7] | 3.86
6_report | 6 | select[0] | M6.out[0] | 4.03
## metrics by stage
stage          utilization  worst slack (ns)  power, mW
2_1_floorplan            -              5.51      0.533
3_3_place_gp         0.617              3.74      0.682
3_5_place_dp         0.617              3.71      0.684
4_1_cts              0.635              4.09      0.946
5_1_grt              0.635              3.86      0.996
6_report             0.635              4.03      0.944
No activity file was given, so power comes from the tool's default toggle rates.
