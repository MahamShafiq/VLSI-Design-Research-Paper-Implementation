--- constraint.sdc ---
current_design CM

set clk_period 5.2
set clk_io_pct 0.2

create_clock -name clk0 -period $clk_period [get_ports {readclk}]
create_clock -name clk1 -period $clk_period [get_ports {writeclk}]

set non_clock_inputs [all_inputs -no_clocks]
set_input_delay [expr $clk_period * $clk_io_pct] -clock clk0 $non_clock_inputs
set_output_delay [expr $clk_period * $clk_io_pct] -clock clk0 [all_outputs]
--- design.v ---
`timescale 1ns / 1ps
module CM(input start ,writeclk,readclk,lock ,output reg complete,ena,enb,wa,resetaddr,ensteer,
output reg[2:0] selectline,output reg enwr,enrd
    );
integer i=0;	
initial begin
resetaddr=1;
selectline=-1;
end
always @( posedge writeclk)
begin
if(start && lock)
begin
if(i>=1)
resetaddr=0;
i=i+1;
if(i== 2051 )
begin
ena<=0;
enwr<=0;
end
else
begin
enwr<=1;
ena<=enwr;
end
wa<=1;
if(ensteer)
selectline<=(selectline+1)%8;
end
end
always@(posedge readclk)
begin
if(i>2050)
begin
enrd<=1;
enb<=1;
ensteer<=enb;
complete<=0;
end
end
endmodule
--- config.mk ---
export PLATFORM = sky130hd
export DESIGN_NAME = CM
export DESIGN_NICKNAME = CM
export VERILOG_FILES = /design/flow/design.v
export SDC_FILE = /design/flow/constraint.sdc
export NUM_CORES = 4
export LEC_CHECK = 1
export CORE_UTILIZATION = 50
--- run.sh ---
#!/bin/bash
# OpenROAD 26Q1-2900-gdf79404cd8, Yosys 0.63+post, stock flow scripts
make -C /OpenROAD-flow-scripts/flow DESIGN_CONFIG=/design/flow/config.mk WORK_HOME=/design/flow/orfs finish
==> impl_metrics.ini <==
; implementation run metrics
[outcome]
status = completed

[die]
core_area_sq_um = 4470
dieWidth_microns = 71.3
die_area_sq_um = 5080
rows = 24
die_h_microns = 71.3
io_pins = 15
fp_util_pct = 53.6

[critical_path]
crit_chain = ha_1 > nand4_2 > nor4_4 > xor2_1 > or4b_1 > nor4_2 > a41oi_1
start_kind = register
criticalPathCategory = reg -> reg
worst-path-buf-inv = 0
max_stage_delay_ns = 0.63
crit_slowest_cell = nor4_4
worst-path-max-fanout = 7
path_delay_family = simple AND/OR/NAND/NOR gates
cp.arrival_ns = 3.04
end_kind = register
critical_path_required_ns = 5.23

[clock_tree]
cts_buffers = 5
cts.path.max_buffers = 2
cts_tree = done
cts_resized = 0
clockRootBuffer = clkbuf_8
cts_max_level = 2
clock_sinks = 38
hold_buffers = 0
clk_pin_slew_ns = 0.08
post_cts_buffers = 0

[synthesis]
synthArstFlopShare_pct = 0
topCellsByArea = edfxtp_1 48%, xnor2_1 6.9%, xor2_1 4.7%
ys_cells = 228
yosys_area_sq_um = 2400
synthCells = 228
synth_area_per_cell_sq_um = 10.5
seq_area_frac_synth_pct = 47.5
ys_types = 51
yosysTopAreaCell = edfxtp_1
ff_type = edfxtp_1
synth-warning-count = 1
edf_count = 38
yosys_register_bits = 38
syn_area_sq_um = 2400
yosysTopAreaCellShare_pct = 47.5

[pwr]
combPwrFrac_pct = 5.2
power_frac_seq_pct = 52.2
ir_worst_vdd_mv = 0.166
p_clk_share_pct = 42.6
p_sw_mw = 0.148
swShare_pct = 20.9
intPower_mw = 0.560
p_leak_nw = 0.889
powerDensity_nw_per_um2 = 271

[routing]
antenna_cells = 0
wl_microns = 4560
drt_iter0_markers = 142
dr_total_vias = 1706
drtPass1Iterations = 4
drtAntennaViolNets = 0
drc = 0
routed_via_density = 6.01
wl_per_cell_microns = 16.0

[final_timing]
rsz0062_at_grt = no
final.setup.tns_ns = 0
fin_worst_skew_ns = 0.00558
slew_headroom_pct = 46.3
worstMarginPinSlew_ns = 0.805
setup_viol = 0
drv_slew = 0
hold_viol = 0

[min_path]
hp-class = reg -> reg

[global_routing]
antenna_found_initial = 0
grt_usage_pct = 19.9
grt_pass1_vias = 1534
grt_max_degree = 22
grt-ovfl-total = 0
grt_first_pass_wirelength_microns = 7440

[run]
tool_warnings = 30
drv_cap = 0

[placed_design]
gp_congestion = 0.892
post-place-cells = 276
port-buffer-count = 8
hpwl_microns = 3340

[final_layout]
final_cells = 284
final_cell_mix = 38 x edfxtp_1, 19 x xnor2_1, 18 x nand2_1, 14 x nand3_1, 13 x xor2_1
area_growth_pct = 8.81
layout-drive-gt1-share_pct = 9.91
layout_top_cell = edfxtp_1
fillerInstances = 380
-- routing by layer --
metal / share of wire (%) / global-route usage, %
met5: 0 / 0
met2: 45 / 29.0
met1: 50 / 35.7
met3: 4.5 / 2.28
met4: 0.59 / 2.00
-- power groups by stage --
stage / Combinational (mW) / Clock (mW) / Sequential, mW
4_1_cts: 0.0373 / 0.306 / 0.369
5_1_grt: 0.0415 / 0.319 / 0.372
6_report: 0.0369 / 0.301 / 0.369
-- area by class of cell --
class | count | area, sq um | share of cell area [%]
multi-input combinational | 169 | 1150 | 44.0
sequential | 38 | 1140 | 43.7
timing repair buffer | 9 | 87.6 | 3.35
clock buffer | 5 | 68.8 | 2.64
clock inverter | 3 | 68.8 | 2.64
tap | 52 | 65.1 | 2.49
inverter | 8 | 30.0 | 1.15
-- worst reg2reg max path: cells and delay by family (launching register included) --
kind,cells,cell delay (ns)
compound gates,1,0.14
flops,1,0.44
fa+ha+maj,1,0.27
xor+xnor,1,0.17
simple gates,4,1.73
-- cells by family (layout without fill, tap and decap cells) --
kind of cell,after synthesis,in the layout,synth area share [%]
compound gates,20,20,5.94
mux,1,1,0.417
flops,38,38,47.5
simple gates,105,105,26.3
xor+xnor,32,32,11.7
fa+ha+maj,5,5,2.61
buf+inv,25,25,5.16
other cells,2,6,0.313
-- per-stage QoR --
stage	setup slack [ns]	util, %	total power, mW	hold WS [ns]	area (sq um)
floorplan	2.61	-	0.402	0.513	2410
global placement	2.22	55.3	0.412	0.550	2470
detailed placement	2.24	55.3	0.413	0.556	2470
CTS	2.24	58.4	0.712	0.576	2610
global route	1.95	58.4	0.732	0.615	2610
finish	2.19	58.4	0.708	0.575	2610
-- cell usage after synthesis, types with 6 or more instances --
cell type	number
a21oi_1	6
and3_1	6
buf_2	8
edfxtp_1	38
inv_1	8
nand2_1	18
nand3_1	14
nand4_1	11
nor2_1	9
nor3_1	10
nor4_1	9
xnor2_1	19
xor2_1	13
-- path summary, 6_finish.rpt --
path               depth (start not counted)  slack, ns                    start                      end
max reg2reg                                7       2.19           i[0]$_DFFE_PP_        ena$_SDFFCE_PN0P_
min reg2reg                                1       0.58  selectline[1]$_DFFE_PP_  selectline[1]$_DFFE_PP_
min                                        1       0.58  selectline[1]$_DFFE_PP_  selectline[1]$_DFFE_PP_
min in group clk0                          1       2.11        ena$_SDFFCE_PN0P_                      ena
max in group clk0                          1       3.00  selectline[0]$_DFFE_PP_            selectline[0]
max                                        7       2.19           i[0]$_DFFE_PP_        ena$_SDFFCE_PN0P_
-- sequential cells by signal, indices dropped and copies added (netlist names) --
register and count:
resetaddr 1, enwr 1, selectline 3, i 32
ena 1
No activity file was given, so power comes from the tool's default toggle rates.
