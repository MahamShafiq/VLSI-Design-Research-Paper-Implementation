===== flow/config.mk =====
export PLATFORM = sky130hd
export DESIGN_NAME = AGM
export DESIGN_NICKNAME = AGM
export VERILOG_FILES = /design/flow/design.v
export SDC_FILE = /design/flow/constraint.sdc
export NUM_CORES = 4
export LEC_CHECK = 1
export CORE_AREA = 10 10 86 86
export DIE_AREA = 0 0 96 96

===== flow/constraint.sdc =====
current_design AGM

set clk_period 2.4
set clk_io_pct 0.2

create_clock -name clk0 -period $clk_period [get_ports {Readclk}]
create_clock -name clk1 -period $clk_period [get_ports {Writeclk}]

set non_clock_inputs [all_inputs -no_clocks]
set_input_delay [expr $clk_period * $clk_io_pct] -clock clk0 $non_clock_inputs
set_output_delay [expr $clk_period * $clk_io_pct] -clock clk0 [all_outputs]

===== flow/design.v =====
`timescale 1ns / 1ps
module AGM( input Enwr,Enrd ,Readclk,Writeclk,reset,
output reg[10:0] addra,
output reg[8:0] addrb);
 always@(posedge Writeclk)
 begin
 if(reset)
addra=-1;
if(Enwr==1 && reset==0)
begin
if(addra==2047)
   addra=2040;
else if(addra>2039 && addra <2047)
addra=addra+1;
addra=(addra+8)%2048;
end
end
always@(posedge Readclk)
begin
if(reset)
addrb=-1;
if(Enrd==1 && reset==0)
begin
addrb=addrb+1%511;
end
end
endmodule

===== flow/run.sh =====
#!/bin/bash
# OpenROAD 26Q1-2900-gdf79404cd8, Yosys 0.63+post, stock flow scripts
make -C /OpenROAD-flow-scripts/flow DESIGN_CONFIG=/design/flow/config.mk WORK_HOME=/design/flow/orfs finish

==> flow_summary.toml <==
# flow metrics
[drt]
wl_um = 2440
antennaDiodeCount = 0
drtPass1Iterations = 4
wl_per_cell_um = 11.2
drtAntennaViolNets = 0
drc = 0
avgViaCountPerCell = 4.20
vias = 912
drt_iter0_drc = 48

[worst_setup_path]
start_kind = "input pin"
rr_worst_depth = 11
crit_path_end_kind = "flop"
crit_fanout = 3
reg2reg_from = "addra[1]$_DFF_P_"
arrival_ns = 2.36
r2r_slack_ns = 0.18
r2r_end = "addra[9]$_DFF_P_"
cp.required_ns = 2.53
crit_type = "input pin to flop"

[sta]
setup_viol = 0
maxSlewViolCount = 0
finClkSkew_ns = 0.00363
slew_headroom_pct = 75.6
tightest_slew_ns = 0.365
whs_ns = 0.516
final_hold_viol_count = 0
rsz0062_at_grt = "no"

[min_path]
hold_start = "addrb[8]$_DFF_P_"
worstHoldEndpoint = "addrb[8]$_DFF_P_"
hold_depth = 1
hold_path.class = "flop to flop"

[synth]
ys_ff = 20
ys_types = 33
synthCells = 110
postSynthSeqShare_pct = 40.4
yosysCellCount = 110
yosysChipArea_um2 = 991
synth_area_um2 = 991
synth.avg_cell_area_um2 = 9.01
yosysWarningCount = 1

[run]
tool_warnings = 26
maxCapViolCount = 0

[global_routing]
grt_pass1_vias = 838
grt_max_degree = 29
grt_overflow = 0
grt_usage_pct = 5.36
grt_pass1_wl_um = 4020
antenna_found_initial = 0

[floorplanning]
die_width_um = 96
core_area_um2 = 5540
dieArea_um2 = 9220
fp_util_pct = 17.9
die_h_um = 96
fp-row-count = 27
io_pins = 25

[clock_network]
cts_tree = "built"
path_clk_slew_ns = 0.05
cts.sinks = 20

[placed_design]
dp_hpwl_um = 1760
dp_cells = 207
postPlaceCellArea_um2 = 1370
portBuffers = 23
gp_congestion = 0.823

[power_and_ir_drop]
power.density_nw_per_um2 = 745
finalPower_w = 0.00111
leakage_nw = 0.608
ir_drop_uv = 249

[final_layout]
fin_area_um2 = 1490
areaGrowthSynthToFinish_pct = 50.5
post-route-util_pct = 26.9
n_fill_cell = 583
stdcell_count = 217
drive_gt1_share_pct = 20.0

[outcome]
status = "finished, final reports clean"
## critical path, cell delays in order
cell	delay, ns
clkbuf_2	0.10
or2_4	0.26
ha_4	0.16
and4b_1	0.28
and3_4	0.21
a31oi_4	0.08
nand2b_1	0.09
ha_2	0.18
and3_4	0.19
nand4_1	0.11
xor2_1	0.17
nand2b_1	0.06
## synth_stat cells
library cell	instances	area (µm²)
a21o_1	1	7.51
nor2b_1	3	18.8
mux2i_1	3	30.0
and3_2	1	7.51
and4_4	1	11.3
a31oi_1	2	12.5
o21ai_0	6	30.0
xor2_1	4	35.0
o31ai_1	1	7.51
nor2_1	7	26.3
inv_1	1	3.75
nand4_1	5	31.3
a21oi_1	4	20.0
nand2_1	10	37.5
ha_1	3	37.5
or3b_1	1	8.76
o21bai_1	2	15.0
and4b_1	2	20.0
nand3_1	1	5.00
dfxtp_1	20	400
nand3b_1	1	7.51
a211o_1	3	26.3
or2_2	4	25.0
and2b_1	3	22.5
and3_1	3	18.8
xnor2_1	3	26.3
a221o_1	1	10.0
o32a_1	1	10.0
nand2b_1	6	37.5
or3_4	1	11.3
nor3_1	2	10.0
clkbuf_1	3	11.3
and2_4	1	8.76
## where the power goes
part | total [W] | internal [W] | switching, W
Combinational | 0.000305 | 0.000198 | 0.000106
Sequential | 0.000445 | 0.000382 | 0.0000629
Clock | 0.000362 | 0.000232 | 0.000129
Total | 0.00111 | 0.000812 | 0.000298
## metrics by stage
stage,setup slack [ns],setup TNS [ns]
after floorplan,0.0228,0
after global placement,-0.359,-1.23
after detailed placement,-0.372,-1.25
after CTS,0.0721,0
after global routing,0.0610,0
final,0.172,0
## metal layers
layer  part of all wire (%)  vias to the layer above  global-route usage, %
met5                      0                        -                      0
met4                    1.9                        0                  0.737
met3                     11                        4                   3.14
met2                     41                       29                   7.51
met1                     45                      408                   7.14
li1                       -                      471                      -
## kinds of logic after synthesis
| group | count (synthesis) | synth area share, % |
|---|---|---|
| AND-OR/OR-AND | 21 | 14.0 |
| XOR/XNOR | 7 | 6.19 |
| adder cells (fa/ha/maj) | 3 | 3.79 |
| buffers and inverters | 4 | 1.51 |
| flip-flops | 20 | 40.4 |
| multiplexers | 3 | 3.03 |
| AND/OR/NAND/NOR | 52 | 31.1 |
## area by class of cell
class | count | area (µm²) | area share, %
flip-flops and latches | 20 | 400 | 26.8
multi-input cells | 86 | 626 | 41.9
well taps | 72 | 90.1 | 6.04
inverters | 1 | 3.75 | 0.252
clock buffers | 8 | 90.1 | 6.04
repair buffers | 30 | 282 | 18.9
## how the worst max path moves through the flow
stage     start          endpoint  slack (ns)  cells after the start
5_1_grt   reset  addra[9]$_DFF_P_        0.06                     14
4_1_cts   reset  addra[9]$_DFF_P_        0.07                     12
6_report  reset  addra[9]$_DFF_P_        0.17                     12
## flip-flops by register name, summed over array words and instances, names as in the netlist
| name | count |
|---|---|
| addra | 11 |
| addrb | 9 |
## cells in the final DEF, fill, tap and decap left out, types with 4 or more instances in the layout
cell type	n
clkdlybuf4s50_1	22
dfxtp_1	20
nand2_1	10
nand2b_1	6
o21ai_0	6
nor2_1	6
clkbuf_8	6
buf_4	6
nand4_1	5
xor2_1	4
a21oi_1	4
## timing repair
item | in CTS | in global routing
hold buffers | 0 | 0
buffers inserted | 0 | 2
pin swaps | 2 | 4
endpoints found under the setup margin | 2 | 2
gates resized | 2 | 5
Power figures rest on the tool's default switching activity, not on a simulated workload.
